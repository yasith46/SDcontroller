File: config.mk
export PLATFORM = sky130hd
export DESIGN_NAME = SDcontroller
export DESIGN_NICKNAME = SDcontroller
export VERILOG_FILES = /design/flow/design.v
export SDC_FILE = /design/flow/constraint.sdc
export NUM_CORES = 4
export LEC_CHECK = 1
export CORE_UTILIZATION = 30
File: run.sh
#!/bin/bash
# OpenROAD 26Q1-2900-gdf79404cd8, Yosys 0.63+post, stock flow scripts
make -C /OpenROAD-flow-scripts/flow DESIGN_CONFIG=/design/flow/config.mk WORK_HOME=/design/flow/orfs finish
File: design.v
module SDcontroller(
		output reg CS1_n, SCLK, DO,
		input  DI,
		input  CLK, RST, CTRL_WRITE, CTRL_READ, 
		input  [31:0] WRITEBUFFER, ADDRESS,
		output BYTE_READY, CONTROLLER_READY,
		output [7:0] READBUFFER
	);
	typedef enum logic [3:0] {
		IDLE,
		INIT_POWERUP,
		INIT_CMD0,
		INIT_CMD55,
		INIT_CMD41,
		INIT_POLL,
		SEND,
		RECEIVE_BYTE_WAIT,
		RECEIVE_BYTE,
		WAIT,
		READ_BLOCK,
		READ_BLOCK_DATA,
		READ_BLOCK_WAIT,
		READ_BLOCK_CRC,
		WRITE_BLOCK,
		ERROR
	} state_t;
	state_t STATE, RETURN;
	reg [24:0] COUNTER;
	reg BYTE_COUNTER;
	reg [55:0] DO_BUFFER;
	reg [7:0]  DI_BUFFER;
	always@(posedge CLK or negedge RST) begin
		if (~RST) begin
			STATE  <= INIT_POWERUP;
			CS1_n      <= 1'b0;
			DO_BUFFER  <= 56'b0;
			CONTROLLER_READY  <= 1'b0;
			BYTE_READY <= 1'b0;
			READBUFFER <= 8'b0; 
			COUNTER  <= 25'b0;
			SCLK     <= 1'b0;
		end else begin
			case (STATE) 
				INIT_POWERUP:
					begin
						COUNTER  <= COUNTER + 25'b1;
						SCLK     <= ~SCLK;
						if (COUNTER == 25'd25000000)
							CS1_n    <= 1'b1;
						if (COUNTER == 25'd25000079) begin
							CS1_n    <= 1'b0;
							STATE    <= INIT_CMD0;
							COUNTER  <= 1'b0;
						end
					end
				INIT_CMD0:
					begin
						COUNTER    <= 25'b0;
						DO_BUFFER  <= 56'hFF_40_00_00_00_00_95;
						RETURN     <= INIT_CMD55;		
						STATE	     <= SEND;
					end
				INIT_CMD55:
					begin
						COUNTER    <= 25'b0;
						DO_BUFFER  <= 56'hFF_77_00_00_00_00_01;
						RETURN     <= INIT_CMD41;		
						STATE      <= SEND;
					end
				INIT_CMD41:
					begin
						COUNTER    <= 25'b0;
						DO_BUFFER  <= 56'hFF_69_00_00_00_00_01;
						RETURN     <= INIT_POLL;		
						STATE      <= SEND;
					end
				INIT_POLL:
					begin
						if (~DI_BUFFER[0])
							STATE  <= IDLE;
						else
							STATE  <= INIT_CMD55;
					end
				IDLE:
					begin
						if (CTRL_READ) begin
							STATE             <= READ_BLOCK;
							CONTROLLER_READY  <= 1'b0;
						end else if (CTRL_WRITE) begin
							STATE             <= WRITE_BLOCK;
							CONTROLLER_READY	<= 1'b0;
						end else begin
							STATE             <= IDLE;
							CONTROLLER_READY  <= 1'b1;
						end
					end
				READ_BLOCK:
					begin	
						COUNTER    <= 25'b0;
						DO_BUFFER  <= {16'hFF_51, ADDRESS, 8'hFF};
						RETURN     <= READ_BLOCK_WAIT;
						STATE      <= SEND;
					end
				READ_BLOCK_WAIT:
					begin
						if (SCLK && (~DI)) begin
							BYTE_COUNTER  <= 511;
							RETURN        <= READ_BLOCK_DATA;
							STATE         <= RECEIVE_BYTE;
						end
						SCLK  <= ~SCLK;
					end
				READ_BLOCK_DATA:
					begin
						READBUFFER  <= DI_BUFFER;
						BYTE_READY  <= 1'b1;
						if (BYTE_COUNTER == 0) begin
							RETURN  <= READ_BLOCK_CRC;
							STATE   <= RECEIVE_BYTE;
						end else begin
							BYTE_COUNTER  <= BYTE_COUNTER - 1;
							RETURN        <= READ_BLOCK_DATA;
							STATE         <= RECEIVE_BYTE;
						end
					end
				READ_BLOCK_CRC:
					begin
						RETURN  <= IDLE;
						STATE   <= RECEIVE_BYTE;
					end
				SEND:	
					begin	
						if (SCLK) begin
							if (COUNTER == 25'd56) begin
								COUNTER  <= 25'b0;
								STATE    <= RECEIVE_BYTE_WAIT;
							end else begin
								DO_BUFFER  <= {DO_BUFFER[54:0], 1'b0};
								COUNTER    <= COUNTER + 25'b1;
							end
						end
						SCLK  <= ~SCLK;
					end
				RECEIVE_BYTE_WAIT:
					begin
						if (SCLK) begin
							if (~DI) begin
								DI_BUFFER  <= 8'b0;
								STATE      <= RECEIVE_BYTE;
							end
						end
						SCLK  <= ~SCLK;
					end
				RECEIVE_BYTE:
					begin
						BYTE_READY  <= 1'b0;
						if (SCLK) begin
							DI_BUFFER  <= {DI_BUFFER[6:0], DI};
							if (COUNTER == 25'd6) begin
								COUNTER  <= 25'd0;
								STATE    <= RETURN;
							end else begin
								COUNTER = COUNTER + 25'b1;
							end
						end
						SCLK  <= ~SCLK;
					end
				WRITE_BLOCK:
					begin
						STATE  <= IDLE;
					end
				default:
					begin
						STATE  <= IDLE;
					end
			endcase
		end
	end
	assign DO = DO_BUFFER[55];
endmodule 
File: constraint.sdc
current_design SDcontroller

set clk_period 8.6
set clk_io_pct 0.2

create_clock -name clk0 -period $clk_period [get_ports {CLK}]

set non_clock_inputs [all_inputs -no_clocks]
set_input_delay [expr $clk_period * $clk_io_pct] -clock clk0 $non_clock_inputs
set_output_delay [expr $clk_period * $clk_io_pct] -clock clk0 [all_outputs]
==> results.toml <==
# synthesis and place-and-route metrics
[clocking]
cts_htree_levels = 3
cts_root_buf = "clkbuf_16"
worstSkewPairLatency_ns = 0.35
numCtsBuffers = 9
cts_max_path_buffers = 2
clock_sink_count = 110
path_clk_slew_ns = 0.07
ctsResizeCount = 0
cts_setup_buffers = 0
cts_tree = "yes"
cts_hold_buf = 0

[global_routing]
grt_util_all_layers = 0.134
antenna_found_initial = 0
grt_max_degree = 90
remaining_global_route_overflow = 0
global_route_wire_length_before_repair_mm = 19.7
vias_in_the_first_global_route = 3990

[layout]
area_growth_syn_to_layout_pct = 17.4
fillers = 1694
share_of_final_layout_standard_cells_stronger_than_drive_strength_1 = 0.0733

[synth]
synth_cell_types = 58
yosys_register_bits = 110
synthesis.area_per_instance_um2 = 9.77
post_synth_edffs = 13
ys_area_um2 = 5400
synth_area_um2 = 5400
ys_cells = 553
ys_seq_share = 0.522
yosys_warnings = 11
synth_top_flop_cell = "dfrtp_1"
post-synth-top-count-cell = "dfrtp_1"
count_of_mapped_cells_out_of_synthesis = 553
synth_area_leader_cell = "dfrtp_1"
postSynth.asyncResetShare = 0.882
yosys-top-cells-area = "dfrtp_1 (44%), edfxtp_1 (7.2%), a21oi_1 (5.8%), nor2_1 (5.7%), a22oi_1 (4.7%)"
synth.cells.most_frequent = "dfrtp_1 (96), nor2_1 (82), a21oi_1 (63)"
top_area_cell_type_share_of_the_netlist_area = 0.445

[drt]
drt_first_iter_violations = 308
route.vias.total = 4179
routed_wire_length_per_instance_um = 14.0
drc = 0
postRouteAntennaNets = 0
antenna_cells = 0
drt-vias-per-instance = 5.15
postRouteWirelength_mm = 11.4
detailedRoute.firstPassIterationCount = 4

[floorplanning]
design.core.area_um2 = 17400
placement_rows = 48
die_height_um = 136
fp.dieW_um = 136
chipArea_um2 = 18500
pin_count = 82
floorplan.core_util = 0.310

[outcome]
status = "finished, final reports clean"

[setup_path]
timing.critical_path.arrival_ns = 3.53
path_max_fanout = 89
rrSetupSlack_ns = 5.35
worstReg2RegStart = "STATE[2]"
setup.worst_path.start_class = "flip-flop"
worstSetupPathType = "flip-flop to flip-flop"
setup.worst_path.end_class = "flip-flop"
critical_path.startpoint = "STATE[2]"
cp_data_required_time_ns = 8.88
worst_r2r_path_depth = 8

[sta]
grt_setup_unrepaired = "false"
max_slew.worst_pin.slew_ns = 0.832
post_layout_minimum_cycle_time_ns = 3.25
hold_ws_ns = 0.488
totalNegativeSetupSlack_ns = 0
final.setup_skew_ns = 0.00526
fmax_mhz = 308
timing_max_transition_violations_final = 0
max-slew-margin-rel = 0.445
final-hold-violation-count = 0
period_used_share = 0.378
finalSetupViolCount = 0

[run]
timing.max_cap.violations = 0
openroad.warnings = 59

[power_and_ir_drop]
power.static_leakage_nw = 2.46
power_density_nw_per_um2 = 343
vdd_ir_drop_max_mv = 0.201

[place]
io_buffers = 49
hpwlAfterDp_mm = 7.39
gpl.final_weighted_congestion = 0.885

[worst_hold_path]
min-delay-start = "DI_BUFFER[7]"
hold_path_depth = 1
hp-class = "flip-flop to flip-flop"
layer usage:
layer,vias up,track usage,part of all wire
met5,-,0,0
met4,0,0.0179,0.016
met3,15,0.0217,0.043
met2,76,0.203,0.46
met1,2045,0.210,0.48
li1,2043,-,-
path summary, 6_finish.rpt:
kind / end
max: DO_BUFFER[15]
min: READBUFFER[7]
max reg2reg: DO_BUFFER[15]
max in group asynchronous: COUNTER[10]
min in group asynchronous: DO_BUFFER[9]
min reg2reg: READBUFFER[7]
registers in the layout, summed over array words and instances (netlist names), 4 cells and up:
register,count
RETURN,4
STATE,4
DI_BUFFER,8
READBUFFER,8
COUNTER,25
DO_BUFFER,56
worst max-delay path, stage by stage, from the launching register on:
cell and delay [ns]:
dfrtp_1 0.82, nand2b_1 0.28, nor2_2 0.13, buf_4 0.41
o311ai_4 0.32, nand2_2 0.24, buf_4 0.68, nor2_1 0.10
a21oi_1 0.15
cells by family (layout without fill, tap and decap cells):
| kind of cell | count (synthesis) | count (layout) | share of synthesized area |
|---|---|---|---|
| multiplexers | 12 | 12 | 0.0246 |
| flip-flops | 110 | 110 | 0.522 |
| XOR/XNOR | 21 | 21 | 0.0341 |
| buffers and inverters | 48 | 82 | 0.0429 |
| AND/OR/NAND/NOR | 212 | 212 | 0.193 |
| adder cells (fa/ha/maj) | 3 | 3 | 0.00695 |
| AND-OR/OR-AND | 147 | 147 | 0.176 |
layout by cell type (no fill, tap or decap), types with 10 or more instances in the layout:
cell,n
xnor2_1,15
nor2_1,81
and3_1,12
edfxtp_1,13
a22oi_1,34
nand2_1,36
a21oi_1,63
nand3_1,15
nor3_1,11
o22a_1,10
clkdlybuf4s50_1,48
mux2_2,10
o21ai_0,14
dfrtp_1,96
nor4_1,13
final cells by class:
type / instances / area [um2] / area share
flip-flops and latches: 110 / 2820 / 0.445
multi-input cells: 395 / 2350 / 0.371
repair buffers: 57 / 548 / 0.0864
well taps: 225 / 282 / 0.0444
clock buffers: 9 / 225 / 0.0355
clock inverters: 7 / 81.3 / 0.0128
inverters: 9 / 33.8 / 0.00533
power by group:
| part | internal [W] | leakage (nW) | switching [W] | total [W] |
|---|---|---|---|---|
| combinational | 0.000362 | 1.02 | 0.000542 | 0.000904 |
| sequential | 0.000711 | 1.30 | 0.000130 | 0.000841 |
| clock | 0.000230 | 0.141 | 0.000198 | 0.000428 |
stage by stage:
stage | cell area, um2 | instances | util | power [W] | worst slack (ns)
3_3_place_gp | 6030 | 796 | 0.346 | 0.00172 | 5.27
6_report | 6340 | 812 | 0.364 | 0.00217 | 5.35
4_1_cts | 6340 | 812 | 0.364 | 0.00219 | 5.38
2_1_floorplan | 5400 | 553 | - | 0.00155 | 5.90
3_5_place_dp | 6030 | 796 | 0.346 | 0.00175 | 5.25
5_1_grt | 6340 | 812 | 0.364 | 0.00236 | 4.98
Power is estimated from default activity; no workload was simulated.
